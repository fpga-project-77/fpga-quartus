`/design/flow/config.mk`:
```
export PLATFORM = sky130hd
export DESIGN_NAME = Alu
export DESIGN_NICKNAME = Alu
export VERILOG_FILES = /design/flow/design.v
export SDC_FILE = /design/flow/constraint.sdc
export NUM_CORES = 4
export LEC_CHECK = 1
export CORE_AREA = 10 10 98 98
export DIE_AREA = 0 0 108 108
```
`/design/flow/constraint.sdc`:
```
current_design Alu

set clk_period 5.9
set clk_io_pct 0.2

create_clock -name clk0 -period $clk_period

set non_clock_inputs [all_inputs -no_clocks]
set_input_delay [expr $clk_period * $clk_io_pct] -clock clk0 $non_clock_inputs
set_output_delay [expr $clk_period * $clk_io_pct] -clock clk0 [all_outputs]
```
`/design/flow/design.v`:
```
module Alu #(
    parameter WIDTH = 8
) (
    input Clk,
    input [WIDTH-1:0] AC, BusOut,
    input [2:0] ALU_OP,
    output [WIDTH-1:0] result_ac
);
	localparam SET = 3'b001;
	localparam MUL = 3'b010;
	localparam ADD = 3'b100;
    reg [WIDTH-1:0] result;
    always @* begin
    	case (ALU_OP)
            SET: 
                result<=BusOut;
            MUL:
                result<=AC*BusOut;
            ADD:
                result<=AC+BusOut;
            default: 
                result<=AC;
        endcase    
    end
    assign result_ac = result;
endmodule
```
`/design/flow/run.sh`:
```
#!/bin/bash
# OpenROAD 26Q1-2900-gdf79404cd8, Yosys 0.63+post, stock flow scripts
make -C /OpenROAD-flow-scripts/flow DESIGN_CONFIG=/design/flow/config.mk WORK_HOME=/design/flow/orfs finish
```
==> ds_physical_params.txt <==
Physical implementation characteristics

Parameter                              Value

Detailed routing
  Total wire length    around 4500 um
  Antenna violation net count after detailed routing    0
  Post-DR vias/cell    4.19
  # DRC    0
  Per-cell routed wire length    between 10 and 15 um
  Diodes inserted    0
  Vias    1,461
  Number of design-rule violations left by the first detailed-router iteration    61
  Detailed-routing iteration count for the pre-antenna-repair pass    4

Floorplanning
  Floorplan core density    0.193
  Vertical die size    108 um
  Die area    roughly 12,000 um2
  Rows    32
  Top-level I/O count    28
  Core Box Area    7650 um2
  Horizontal die dimension    roughly 110 um

Worst setup path
  Slowest library cell on the worst path    fa_1
  Type of the setup path with the least slack    in -> out
  Delay of the slowest cell on the worst path    550 ps
  Worst-path maximum fanout    3
  Arrival time of data at the critical path endpoint    between 4000 and 5000 ps
  Type of element launching the critical path    input pin
  Cell chain of the critical path    buf_4 > ha_4 > inv_1 > fa_1 > inv_2 > ha_4 > fa_1 > inv_1 > fa_1 > inv_2 > ha_4 > buf_4 > xnor2_2 > a22oi_1 > a21o_1 > o211ai_1 > clkdlybuf4s15_1
  Worst EP required    4720 ps
  Crit end category    output port

Yosys
  Number of warning messages in the yosys log    1
  Synthesized cell area    roughly 1500 um2
  Distinct cell type count after synthesis    32
  Sequential area share after synthesis    0
  Number of cells in Yosys stat    between 150 and 200
  Gate count after technology mapping    ~190
  Syn avg cell area    7.71 um2
  Synthesized chip area reported by yosys    ~1500 um2

STA
  Endpoints failing hold    0
  Max-slew headroom at the worst pin    0.627
  Final tally of setup violations    0
  Setup TNS    0 ps
  Final worst path period share    0.974
  Final critical-path required period    5750 ps
  RSZ-0062 raised after global routing    no
  WHS    2970 ps
  Slew Limit Fails    0
  Max frequency    around 170 MHz
  Transition time of the tightest slew-check pin    between 500 and 600 ps

Worst hold path
  Instance count along the most critical hold path    5
  Path type of the worst min-delay path    in -> out

Power and ir drop
  Relative contribution of combinational cells to total power    1.000
  Proportion of power drawn by flip-flops and latches    0
  Net Sw Frac    0.459
  Part of the total power dissipated in the clock network    0
  Cell internal pwr    approximately 180 uW
  Max VDD drop    between 0.05 and 0.06 mV
  LEAKAGE    around 1.1 nW
  Cell Pwr Density    ~140 nW/um2
  Power spent charging and discharging nets    around 150 uW

Global route
  Total grt overflow    0
  Largest net degree at the start of global routing    13
  Vias in the first global route    1,533
  First-pass GRT wire length    7490 um
  Total global routing track utilization    0.0779
  Initial antenna violation count    0

Job
  Number of warnings in the stage logs    33
  Max-cap violation count    0

Final layout
  Flip-flop and latch area    0 um2
  Layout clock buffers    0
  Layout overhead on the synthesized area    51.9%
  Layout cells sized above 1    0.300
  Final cell area excluding filler cells    2240 um2
  Seq Cell Count    0

Place
  HPWL after DPL    approximately 3800 um
  Gpl congestion    between 0.9 and 1
  Count of buffers from port buffering    27
  DP Area    2050 um2

Status
  Status    finished, final reports clean

Clocking
  Number of hold-repair buffers added at the cts stage    0
power by group through the flow:
stage     Sequential (mW)  Combinational, mW  Clock, mW
4_1_cts                 0              0.298          0
5_1_grt                 0              0.359          0
6_report                0              0.324          0
critical path, delay by kind of cell:
family | cells | cell delay (ps)
xor+xnor | 1 | 170
compound gates | 3 | 420
fa+ha+maj | 6 | 2130
buf+inv | 7 | 660
cells in the mapped netlist (all sizes together):
cell / number / share of area
xnor2: 11 / 0.065
nor2: 4 / 0.010
o21ai: 9 / 0.031
nor3: 2 / 0.0068
o21a: 1 / 0.0051
a211oi: 1 / 0.0051
fa: 13 / 0.18
o21bai: 1 / 0.0051
inv: 30 / 0.076
a22oi: 3 / 0.015
buf: 3 / 0.019
o22ai: 6 / 0.025
xor2: 7 / 0.042
nand2b: 1 / 0.0043
mux2i: 1 / 0.0068
a21o: 5 / 0.025
o311ai: 1 / 0.0059
nand2: 25 / 0.067
and2: 15 / 0.065
nor2b: 3 / 0.013
o221ai: 2 / 0.012
a31oi: 2 / 0.0085
o211ai: 2 / 0.010
mux2: 2 / 0.015
ha: 23 / 0.20
a21oi: 14 / 0.048
or2b: 2 / 0.010
xnor3: 2 / 0.031
routing by layer:
metal / global-route usage / up-vias / wire length (um)
li1: - / 758 / -
met1: 0.104 / 662 / 2040
met2: 0.136 / 37 / 2230
met3: 0.0114 / 4 / 182
met4: 0.00668 / 0 / 38
met5: 0 / - / 0
cell families (layout without fill, tap and decap cells):
group,Yosys count,after routing,share of synthesized area
AOI/OAI and AO/OA,47,47,0.196
xor gates and xnor gates,20,20,0.138
adders and majority gates,36,36,0.372
buffers and inverters,33,89,0.0952
muxes,3,3,0.0221
and+or+nand+nor,52,52,0.177
final timing paths:
path / start / end / slack [ps]
worst max-delay path: AC[3] / result_ac[6] / 150
worst min-delay path: AC[6] / result_ac[6] / 2970
through the flow:
step	cells	setup WS, ps	total power [mW]	util
2_1_floorplan	191	144	0.164	-
3_3_place_gp	345	-1120	0.271	0.268
3_5_place_dp	345	-1080	0.271	0.268
4_1_cts	346	10.9	0.298	0.278
5_1_grt	349	3.05	0.359	0.293
6_report	349	152	0.324	0.293
layout make-up:
type                            instances  area [um2]
Timing Repair Buffer                   59         508
Tap cell                              102         128
Multi-Input combinational cell        158        1490
Fill cell                             798        5410
Inverter                               30         113
layout by cell type (no fill, tap or decap), types with 6 or more instances in the layout:
cell and count:
o22ai_1 6, a21oi_1 12, inv_1 25, nand2_1 20, o21ai_0 7, ha_1 15
buf_6 7, buf_4 30, xor2_1 6, and2_1 11, ha_4 7, fa_1 10
clkdlybuf4s50_1 11, xnor2_1 8
what timing repair did:
item,4_1_cts,5_1_grt
gates resized,58,30
endpoints found under the setup margin,4,4
setup buffers,1,3
pin swaps,19,14
Power is estimated from default activity; no workload was simulated.
