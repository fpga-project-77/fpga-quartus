==> design/flow/design.v <==
module imem_controller#(parameter WIDTH=8)(
    input Clk,
    input iROMREAD_1, iROMREAD_2, iROMREAD_3, iROMREAD_4, iROMREAD_5, iROMREAD_6, iROMREAD_7, iROMREAD_8,                 
    input coreS_1, coreS_2, coreS_3,coreS_4, coreS_5, coreS_6, coreS_7, coreS_8,                            
    input [WIDTH-1:0] PC_1, PC_2, PC_3,PC_4, PC_5, PC_6, PC_7, PC_8,                             
    input [WIDTH-1:0]INS,                                                
    output reg rEN,                                                      
    output reg [WIDTH-1:0] PC_OUT,                                       
    output reg [WIDTH-1:0]INS_1, INS_2, INS_3,INS_4, INS_5, INS_6, INS_7, INS_8,                    
    output reg imemAV1, imemAV2, imemAV3,imemAV4, imemAV5, imemAV6, imemAV7, imemAV8                        
);
localparam NORMI = 3'b000;
localparam NORMENDI = 3'b001; 
reg [2:0] NEXT_STATE_IC=NORMI;
reg [2:0] STATE_IC=NORMI;
always @(negedge Clk) begin
    STATE_IC = NEXT_STATE_IC;
    case (STATE_IC)
    NORMI:
        if ((coreS_1==0) && (coreS_2==0) && (coreS_3==0) && (coreS_4==0) && (coreS_5==0) && (coreS_6==0) && (coreS_7==0) && (coreS_8==0)) begin
            if(iROMREAD_1==1 && iROMREAD_2==1 && iROMREAD_3==1 && iROMREAD_4==1 && iROMREAD_5==1 && iROMREAD_6==1 && iROMREAD_7==1 && iROMREAD_8==1) begin
                rEN <= 1;
                PC_OUT <= PC_1;
                NEXT_STATE_IC <= NORMENDI;
                imemAV1 <= 1;
                imemAV2 <= 1;
                imemAV3 <= 1;
                imemAV4 <= 1;
                imemAV5 <= 1;
                imemAV6 <= 1;
                imemAV7 <= 1;
                imemAV8 <= 1;
            end
            else begin
                rEN <= 0;
                imemAV1 <= 0;
                imemAV2 <= 0;
                imemAV3 <= 0;
                imemAV4 <= 0;
                imemAV5 <= 0;
                imemAV6 <= 0;
                imemAV7 <= 0;
                imemAV8 <= 0;
                NEXT_STATE_IC <= NORMI;
            end
        end
        else if((coreS_1==0) && (coreS_2==0) && (coreS_3==0) && (coreS_4==0) && (coreS_5==0) && (coreS_6==0) && (coreS_7==0) && (coreS_8==1)) begin
            if(iROMREAD_1==1 && iROMREAD_2==1 && iROMREAD_3==1 && iROMREAD_4==1 && iROMREAD_5==1 && iROMREAD_6==1 && iROMREAD_7==1) begin
               rEN <= 1;
               PC_OUT <= PC_1;
               NEXT_STATE_IC <= NORMENDI;
                imemAV1 <= 1;
                imemAV2 <= 1;
                imemAV3 <= 1;
                imemAV4 <= 1;
                imemAV5 <= 1;
                imemAV6 <= 1;
                imemAV7 <= 1;              
            end
            else begin
                rEN <= 0;
                imemAV1 <= 0;
                imemAV2 <= 0;
                imemAV3 <= 0;
                imemAV4 <= 0;
                imemAV5 <= 0;
                imemAV6 <= 0;
                imemAV7 <= 0;
                NEXT_STATE_IC <= NORMI;
            end
        end
        else if((coreS_1==0) && (coreS_2==0) && (coreS_3==0) && (coreS_4==0) && (coreS_5==0) && (coreS_6==0) && (coreS_7==1) && (coreS_8==1)) begin
            if(iROMREAD_1==1 && iROMREAD_2==1 && iROMREAD_3==1 && iROMREAD_4==1 && iROMREAD_5==1 && iROMREAD_6==1) begin
               rEN <= 1;
               PC_OUT <= PC_1;
               NEXT_STATE_IC <= NORMENDI;
                imemAV1 <= 1;
                imemAV2 <= 1;
                imemAV3 <= 1;
                imemAV4 <= 1;
                imemAV5 <= 1;
                imemAV6 <= 1;
            end
            else begin
                rEN <= 0;
                imemAV1 <= 0;
                imemAV2 <= 0;
                imemAV3 <= 0;
                imemAV4 <= 0;
                imemAV5 <= 0;
                imemAV6 <= 0;
                NEXT_STATE_IC <= NORMI;
            end
        end
        else if((coreS_1==0) && (coreS_2==0) && (coreS_3==0) && (coreS_4==0) && (coreS_5==0) && (coreS_6==1) && (coreS_7==1) && (coreS_8==1)) begin
            if(iROMREAD_1==1 && iROMREAD_2==1 && iROMREAD_3==1 && iROMREAD_4==1 && iROMREAD_5==1) begin
               rEN <= 1;
               PC_OUT <= PC_1;
               NEXT_STATE_IC <= NORMENDI;
                imemAV1 <= 1;
                imemAV2 <= 1;
                imemAV3 <= 1;
                imemAV4 <= 1;
                imemAV5 <= 1;
            end
            else begin
                rEN <= 0;
                imemAV1 <= 0;
                imemAV2 <= 0;
                imemAV3 <= 0;
                imemAV4 <= 0;
                imemAV5 <= 0;
                NEXT_STATE_IC <= NORMI;
            end
        end
        else if((coreS_1==0) && (coreS_2==0) && (coreS_3==0) && (coreS_4==0) && (coreS_5==1) && (coreS_6==1) && (coreS_7==1) && (coreS_8==1)) begin
            if(iROMREAD_1==1 && iROMREAD_2==1 && iROMREAD_3==1 && iROMREAD_4==1) begin
               rEN <= 1;
               PC_OUT <= PC_1;
               NEXT_STATE_IC <= NORMENDI;
                imemAV1 <= 1;
                imemAV2 <= 1;
                imemAV3 <= 1;
                imemAV4 <= 1;
            end
            else begin
                rEN <= 0;
                imemAV1 <= 0;
                imemAV2 <= 0;
                imemAV3 <= 0;
                imemAV4 <= 0;
                NEXT_STATE_IC <= NORMI;
            end
        end
        else if((coreS_1==0) && (coreS_2==0) && (coreS_3==0) && (coreS_4==1) && (coreS_5==1) && (coreS_6==1) && (coreS_7==1) && (coreS_8==1)) begin
            if(iROMREAD_1==1 && iROMREAD_2==1 && iROMREAD_3==1) begin
               rEN <= 1;
               PC_OUT <= PC_1;
               NEXT_STATE_IC <= NORMENDI;
                imemAV1 <= 1;
                imemAV2 <= 1;
                imemAV3 <= 1;
            end
            else begin
                rEN <= 0;
                imemAV1 <= 0;
                imemAV2 <= 0;
                imemAV3 <= 0;
                NEXT_STATE_IC <= NORMI;
            end
        end
        else if((coreS_1==0) && (coreS_2==0) && (coreS_3==1) && (coreS_4==1) && (coreS_5==1) && (coreS_6==1) && (coreS_7==1) && (coreS_8==1)) begin
            if(iROMREAD_1==1 && iROMREAD_2==1) begin
               rEN <= 1;
               PC_OUT <= PC_1;
               NEXT_STATE_IC <= NORMENDI;
                imemAV1 <= 1;
                imemAV2 <= 1;
            end
            else begin
                rEN <= 0;
                imemAV1 <= 0;
                imemAV2 <= 0;
                NEXT_STATE_IC <= NORMI;
            end
        end
        else if((coreS_1==0) && (coreS_2==1) && (coreS_3==1) && (coreS_4==1) && (coreS_5==1) && (coreS_6==1) && (coreS_7==1) && (coreS_8==1)) begin
            if(iROMREAD_1==1) begin
               rEN <= 1;
               PC_OUT <= PC_1;
               NEXT_STATE_IC <= NORMENDI;
                imemAV1 <= 1;
            end
            else begin
                rEN <= 0;
                imemAV1 <= 0;
                NEXT_STATE_IC <= NORMI;
            end
        end
    NORMENDI:
      if((coreS_1==0) && (coreS_2==0) && (coreS_3==0) && (coreS_4==0) && (coreS_5==0) && (coreS_6==0) && (coreS_7==0) && (coreS_8==0)) begin
        INS_1 <= INS;
        INS_2 <= INS;
        INS_3 <= INS;
        INS_4 <= INS;
        INS_5 <= INS;
        INS_6 <= INS;
        INS_7 <= INS;
        INS_8 <= INS;
        imemAV1 <= 1;
        imemAV2 <= 1;
        imemAV3 <= 1;
        imemAV4 <= 1;
        imemAV5 <= 1;
        imemAV6 <= 1;
        imemAV7 <= 1;
        imemAV8 <= 1;
        NEXT_STATE_IC <= NORMI;     
      end
      else if((coreS_1==0) && (coreS_2==0) && (coreS_3==0) && (coreS_4==0) && (coreS_5==0) && (coreS_6==0) && (coreS_7==0) && (coreS_8==1)) begin
        INS_1 <= INS;
        INS_2 <= INS;
        INS_3 <= INS;
        INS_4 <= INS;
        INS_5 <= INS;
        INS_6 <= INS;
        INS_7 <= INS;
        imemAV1 <= 1;
        imemAV2 <= 1;
        imemAV3 <= 1;
        imemAV4 <= 1;
        imemAV5 <= 1;
        imemAV6 <= 1;
        imemAV7 <= 1;
        NEXT_STATE_IC <= NORMI;     
      end
     else if((coreS_1==0) && (coreS_2==0) && (coreS_3==0) && (coreS_4==0) && (coreS_5==0) && (coreS_6==0) && (coreS_7==1) && (coreS_8==1)) begin
        INS_1 <= INS;
        INS_2 <= INS;
        INS_3 <= INS;
        INS_4 <= INS;
        INS_5 <= INS;
        INS_6 <= INS;
        imemAV1 <= 1;
        imemAV2 <= 1;
        imemAV3 <= 1;
        imemAV4 <= 1;
        imemAV5 <= 1;
        imemAV6 <= 1;
        NEXT_STATE_IC <= NORMI;     
      end
      else if((coreS_1==0) && (coreS_2==0) && (coreS_3==0) && (coreS_4==0) && (coreS_5==0) && (coreS_6==1) && (coreS_7==1) && (coreS_8==1)) begin
        INS_1 <= INS;
        INS_2 <= INS;
        INS_3 <= INS;
        INS_4 <= INS;
        INS_5 <= INS;
        imemAV1 <= 1;
        imemAV2 <= 1;
        imemAV3 <= 1;
        imemAV4 <= 1;
        imemAV5 <= 1;
        NEXT_STATE_IC <= NORMI;     
      end
      else if((coreS_1==0) && (coreS_2==0) && (coreS_3==0) && (coreS_4==0) && (coreS_5==1) && (coreS_6==1) && (coreS_7==1) && (coreS_8==1)) begin
        INS_1 <= INS;
        INS_2 <= INS;
        INS_3 <= INS;
        INS_4 <= INS;
        imemAV1 <= 1;
        imemAV2 <= 1;
        imemAV3 <= 1;
        imemAV4 <= 1;
        NEXT_STATE_IC <= NORMI;     
      end
      else if((coreS_1==0) && (coreS_2==0) && (coreS_3==0) && (coreS_4==1) && (coreS_5==1) && (coreS_6==1) && (coreS_7==1) && (coreS_8==1)) begin
        INS_1 <= INS;
        INS_2 <= INS;
        INS_3 <= INS;
        imemAV1 <= 1;
        imemAV2 <= 1;
        imemAV3 <= 1;
        NEXT_STATE_IC <= NORMI;     
      end
      else if((coreS_1==0) && (coreS_2==0) && (coreS_3==1) && (coreS_4==1) && (coreS_5==1) && (coreS_6==1) && (coreS_7==1) && (coreS_8==1)) begin
        INS_1 <= INS;
        INS_2 <= INS;
        imemAV1 <= 1;
        imemAV2 <= 1;
        NEXT_STATE_IC <= NORMI;     
      end
      else if((coreS_1==0) && (coreS_2==1) && (coreS_3==1) && (coreS_4==1) && (coreS_5==1) && (coreS_6==1) && (coreS_7==1) && (coreS_8==1)) begin
        INS_1 <= INS;
        imemAV1 <= 1;
        NEXT_STATE_IC <= NORMI;     
      end
    endcase
end
endmodule
==> design/flow/run.sh <==
#!/bin/bash
# OpenROAD 26Q1-2900-gdf79404cd8, Yosys 0.63+post, stock flow scripts
make -C /OpenROAD-flow-scripts/flow DESIGN_CONFIG=/design/flow/config.mk WORK_HOME=/design/flow/orfs finish
==> design/flow/config.mk <==
export PLATFORM = sky130hd
export DESIGN_NAME = imem_controller
export DESIGN_NICKNAME = imem_controller
export VERILOG_FILES = /design/flow/design.v
export SDC_FILE = /design/flow/constraint.sdc
export NUM_CORES = 4
export LEC_CHECK = 1
export CORE_UTILIZATION = 50
==> design/flow/constraint.sdc <==
current_design imem_controller

set clk_period 4.3
set clk_io_pct 0.2

create_clock -name clk0 -period $clk_period [get_ports {Clk}]

set non_clock_inputs [all_inputs -no_clocks]
set_input_delay [expr $clk_period * $clk_io_pct] -clock clk0 $non_clock_inputs
set_output_delay [expr $clk_period * $clk_io_pct] -clock clk0 [all_outputs]
==> impl_metrics.ini <==
; generated from flow reports
[worst_setup_path]
timing.rr.end = PC_OUT[3]
startpoint_type = primary input
critPathKind = primary input to register
required_ps = 2290
cp_max_fo = 3
end_kind = register
reg2reg_depth = 3
ff2ff_setup_slack_ps = 2540
r2r-start = NEXT_STATE_IC[0]
critPathArrivalTime_ps = 2330

[detailed_routing]
via_count = 2751
drc_errors = 0
post_drt_wl_per_cell_um = 18.43
ant_nets = 0
antenna_cells = 0
dr.pass1.iters = 5
post_drt_via_cell_ratio = 5.290
drtIter0Drc = 135
wl_mm = 9.585

[final_timing]
fin_skew_ps = 65.46
slew_violations = 0
setup_violations = 12
hold_ws_ps = 983.3
worstMarginPinSlew_ps = 624.9
hold_viol_final = 0
rsz0062_at_grt = yes
setup_tns_ps = -247.4
worst_slack_ps = -48.53
slew_headroom = 0.5834

[global_routing]
track_usage = 0.3301
gr-usage-met3 = 0.2030
grt-ovfl-total = 0
use_met2 = 0.4538
busiest_layer = met1
grt_pass1_vias = 2814
antenna_found_initial = 0
met1_usage = 0.4836
grt_max_degree = 19
grt_pass1_wl_mm = 14.06

[run]
drv_cap = 0
warnings = 167

[die]
initCoreUtil = 0.5221
die_h_um = 81.10
top_level_ports = 170
coreArea_um2 = 5991
dieArea_um2 = 6576
rows = 28
die_x_um = 81.10

[clock_tree]
cts_buffer_depth = 2
cts_made_buffers = 9
clk_latency_ps = 460
htreeDepth = 3
clk_pin_slew_worst_paths_ps = 40
hold_buffers = 0
cts_root_buffer = clkbuf_8
cts.sinks = 82
tritoncts = yes

[power]
power.density_nw_per_um2 = 361.5
switchingPower_uw = 579.8
p_leak_nw = 2.339
ir_worst_vdd_v = 0.0003241
pwr-share-seq = 0.455
p_comb_frac = 0.060
p_sw_frac = 0.2965
p_int_mw = 1.376
clkPwrFrac = 0.486

[worst_hold_path]
hold_class = register to register
hold_end = rEN
min-delay-start = NEXT_STATE_IC[0]
min_path_cells = 1

[synth]
top_cell = edfxtp_1
area_leaders = edfxtp_1 79%, nor2_1 1.3%, and2_1 1.2%, nand2_1 1.2%, a21oi_1 1.1%
netlist_area_um2 = 3128
largest_area_cell = edfxtp_1
yosys-stat-area_um2 = 3128
synth-async-reset-ratio = 0
edf_count = 82
ys_cells = 190
ys_seq_frac = 0.7872
syn_inst = 190
top_cells_by_count = 82 x edfxtp_1, 11 x nor2_1, 10 x nand2_1
synth.distinct_cells = 47
synth-main-ff-cell = edfxtp_1
yosysTopAreaCellShare = 0.7872
yosys_warnings = 1
numSynthFlops = 82
syn_avg_cell_area_um2 = 16.46

[placed_design]
place_ws_ps = -870.2
dp_hpwl_mm = 5.813
placed_area_um2 = 4777
dp_cells = 419
port_buffers = 113
gp_congestion = 0.8826

[layout]
fill_cells = 209
syn_to_final_growth_pct = 72.96
final-seq-area_um2 = 2462
fin_cells = 520
design_area_um2 = 5410
comb_area_um2 = 740.7
layout-drive-gt1-share = 0.2360

[status]
status = finished with violations
violations = negative setup slack
-- through the flow --
stage          utilization  total power, mW
4_1_cts             0.8922            1.967
5_1_grt             0.9031            2.076
3_5_place_dp        0.7974            1.122
3_3_place_gp        0.7974            1.118
6_report            0.9031            1.956
2_1_floorplan            -            1.043
-- critical path: stages --
cell      delay (ps)
buf_8            100
buf_6            100
or4_4            550
or2_4            310
buf_6            130
o211ai_1         180
nand2b_1         100
-- registers in the layout, summed over array words and instances, names as in the netlist --
name and flops:
imemAV8 1, imemAV4 1, INS_8 8, INS_6 8, imemAV5 1, INS_5 8
INS_2 8, imemAV1 1, imemAV7 1, imemAV3 1, imemAV2 1, imemAV6 1
rEN 1, INS_7 8, NEXT_STATE_IC 1, INS_3 8, INS_4 8, PC_OUT 8
INS_1 8
-- routing by layer --
metal  share of wire  wire (um)
met1            0.38       3621
met2            0.47       4476
met3            0.14       1321
met4           0.017        165
met5               0          0
-- cell type report --
cell class / count / area share
clock buffer: 9 / 0.02290
clock inverter: 89 / 0.07331
inverter: 6 / 0.005088
multi-input combinational: 96 / 0.1369
sequential: 82 / 0.4551
tap: 75 / 0.01735
timing repair buffer: 163 / 0.2893
-- cell usage in the layout, fill, tap and decap left out, types with 2 or more instances in the layout --
cell	count
nand4_1	4
buf_12	3
clkdlybuf4s15_2	2
and2_4	3
a21oi_2	2
and3_4	3
nor2_2	2
o21ai_1	5
clkdlybuf4s50_1	92
or2_4	2
and2_1	2
inv_4	2
or2_2	2
or3_4	2
o21ai_0	3
a21oi_1	4
nand2b_1	3
nand2_1	9
buf_4	43
a31oi_1	2
dlygate4sd2_1	9
inv_1	89
nor2_1	9
nand3_1	4
dlymetal6s2s_1	5
o211ai_1	2
a21o_1	2
and4_4	3
bufinv_16	2
nor3_4	2
clkbuf_8	9
edfxtp_1	82
buf_6	6
-- power groups by stage --
stage                 Combinational (mW)  Sequential (mW)  Clock (mW)
after CTS                          0.109            0.889       0.970
after global routing               0.124            0.887        1.06
final                              0.117            0.889       0.950
-- worst max-delay path by stage --
stage         startpoint         to
CTS              coreS_3    imemAV6
global route  iROMREAD_1  PC_OUT[6]
finish           coreS_3    imemAV7
-- cells by family (layout without fill, tap and decap cells) --
logic type,after synthesis,count (layout),share of synthesized area
flip-flops,82,82,0.7872
AND-OR/OR-AND,36,36,0.08240
AND/OR/NAND/NOR,60,60,0.1116
buffers and inverters,12,267,0.01880
-- what timing repair did --
| action | 4_1_cts | 5_1_grt |
|---|---|---|
| pin swaps | 11 | 7 |
| gates resized | 46 | 17 |
| setup endpoints to repair | 88 | 50 |
| setup buffers | 4 | 0 |
Power and IR drop assume default switching activity.
