**design.v**
```verilog
module PC  
#(parameter WIDTH = 8)
(Clk, WEN,INC,BusOut,dout);
input Clk, WEN,INC;
input [WIDTH-1:0] BusOut;
output [WIDTH-1:0] dout;
reg [WIDTH-1:0] value;
initial begin
    value <= 8'b0;
end
always @(negedge Clk) 
begin
    if (WEN) value <= BusOut;
    else if (INC) value <= dout + 8'b1;       
end
assign dout=value;
endmodule
```
**run.sh**
```bash
#!/bin/bash
# OpenROAD 26Q1-2900-gdf79404cd8, Yosys 0.63+post, stock flow scripts
make -C /OpenROAD-flow-scripts/flow DESIGN_CONFIG=/design/flow/config.mk WORK_HOME=/design/flow/orfs finish
```
**config.mk**
```make
export PLATFORM = sky130hd
export DESIGN_NAME = PC
export DESIGN_NICKNAME = PC
export VERILOG_FILES = /design/flow/design.v
export SDC_FILE = /design/flow/constraint.sdc
export NUM_CORES = 4
export LEC_CHECK = 1
export CORE_AREA = 10 10 76 76
export DIE_AREA = 0 0 86 86
```
**constraint.sdc**
```tcl
current_design PC

set clk_period 1.9
set clk_io_pct 0.2

create_clock -name clk0 -period $clk_period [get_ports {Clk}]

set non_clock_inputs [all_inputs -no_clocks]
set_input_delay [expr $clk_period * $clk_io_pct] -clock clk0 $non_clock_inputs
set_output_delay [expr $clk_period * $clk_io_pct] -clock clk0 [all_outputs]
```
==> run notes <==
- status: finished with violations
- violated checks: setup timing
- worst slew pin tran: 0.196 ns
- Overflow after GRT: 0
- post-detail-place hpwl: 1100 um
- endpoint type of the worst setup path: output pin
- delay of the slowest cell on the worst path: 0.38 ns
- global-route wire length before repair: 2410 um
- Routability Congestion: 0.812
- cell type with the largest total area: sky130_fd_sc_hd__edfxtp_1
- pin count of the biggest net entering global routing: 9
- number of setup violations in the final report: 8
- Clk pin slew, worst setup/hold paths: 0.03 ns
- clock insertion delay at the later pin of the skew report: 0.29 ns
- kind of cell with the highest combined delay on the critical path: flip-flops
- CTS tree: yes
- largest voltage drop on the vdd net: 210 uV
- Yosys cell types: 19
- Max Cap Violations: 0
- fraction of synthesis flops using an asynchronous set or reset pin: 0%
- synthesized instance count: 44
- die span in y: 86 um
- DRC violation count after routing: 0
- leakage power of the design: 0.408 nW
- Setup crit start kind: flip-flop
- dominant synthesized flop cell: sky130_fd_sc_hd__edfxtp_1
- number of global-route vias before repair: 527
- Top cell area share: 53.2%
- Die Outline Area: 7400 sq um
- share of the yosys chip area belonging to registers: 53.2%
- Detail Route met3 WL: 168 um
- YS warnings: 1
- Slowest cell on crit path: sky130_fd_sc_hd__edfxtp_1
- number of vias per cell after detailed routing: 3.70
- number of DRC markers after the initial detailed-route iteration: 59
- Site Rows: 23
- registers with the most flip-flops: value (8)
- CTS buffer count: 3
- register ranked first by flip-flop count: value
- Core Region: 4120 sq um
- power consumption: 0.672 mW
- max-slew headroom at the worst pin: 86.8%
- count of inserted antenna diode cells: 0
- floorplan-stage core utilization: 11.0%
- Max Buffers Root-to-Sink: 2
- overall routing resource usage: 4.07%
- total wirelength of the detailed-routed design: 1530 um
- number of H-tree levels: 1
- hold violation total from the final report: 0
- CTS sink count: 8
- maximum fanout count along the critical path: 2
- pwr dens: 767 nW/um^2
- largest clock skew in the final design: 0.00736 ns
- routed wl met2: 759 um
- top routing layer in use: met4
- Finished Core Util: 21.3%
- detailed-route wire length per cell: 11.0 um
- worst setup path category: flip-flop to output pin
- WHS: 0.731 ns
- clock tree root driver cell: sky130_fd_sc_hd__clkbuf_8
- cell types with the highest counts after synthesis: 8 x sky130_fd_sc_hd__edfxtp_1, 8 x sky130_fd_sc_hd__nand2_1, 5 x sky130_fd_sc_hd__nand3_1
- number of top-level pins: 19
- Buffers & Inverters on Critical Path: 1
- detailed-route wire length on metal 1: 598 um
- count of state elements after synthesis: 8
- path category of the worst min-delay check: flip-flop to flip-flop
- number of flip-flops in the largest register: 8
- Chip Width: 86 um
- cell breakdown of the critical path: buf_2
- number of antenna violations at the first check in global routing: 0
- count of warning messages emitted by the tools: 36
- crit path DAT: 1.75 ns
- drt first pass iters: 4
- flip-flops with a built-in enable: 8
- unrepaired setup endpoints after global routing: true
- Worst EP required: 1.52 ns
- final setup slack of the worst path: -0.232 ns
- detailed-route via count: 514
- synth-to-layout area growth: 93.9%
- number of port buffers: 18
- yosys stat cell total: 44
- remaining antenna violation count: 0
- max-slew violation count: 0
- share of cells above drive strength 1: 39.3%
- netlist area before placement: 452 sq um
- biggest area cells: sky130_fd_sc_hd__edfxtp_1 53%, sky130_fd_sc_hd__nand2_1 6.6%, sky130_fd_sc_hd__nand3_1 5.5%
- Yosys Chip Area: 452 sq um
- synthesized area divided by synthesized cell count: 10.3 sq um
final timing paths:
path / start / to / slack (ns) / cells after the start
max: value[0]$_DFFE_NP_ / dout[0] / -0.23 / 1
min: value[6]$_DFFE_NP_ / value[6]$_DFFE_NP_ / 0.73 / 3
max reg2reg: value[0]$_DFFE_NP_ / value[6]$_DFFE_NP_ / 0.27 / 7
min reg2reg: value[6]$_DFFE_NP_ / value[6]$_DFFE_NP_ / 0.73 / 3
where the power goes:
| part | internal [mW] | switching (mW) |
|---|---|---|
| Clock | 0.161 | 0.103 |
| Combinational | 0.108 | 0.0668 |
| Sequential | 0.224 | 0.00956 |
routing by layer:
layer	vias up	GRT usage, %
li1	255	-
met1	233	4.28
met2	24	6.63
met3	2	2.57
met4	0	1.05
met5	-	0
through the flow:
step	instance area, sq um	worst slack (ns)	std cells	setup TNS [ns]
2_1_floorplan	462	-0.208	44	-2.51
3_3_place_gp	773	-0.731	120	-12.42
3_5_place_dp	773	-0.752	120	-12.54
4_1_cts	865	-0.243	137	-1.98
5_1_grt	876	-0.287	139	-2.10
6_report	876	-0.232	139	-1.75
timing repair:
action / CTS / global route
pin swaps: 3 / 2
hold endpoints to repair: 0 / 0
buffers inserted: 7 / 3
endpoints found under the setup margin: 24 / 20
gates cloned: 0 / 0
hold buffers: 0 / 0
gates resized: 37 / 2
placed cells by master, fill, tap and decap left out:
master                            instances
sky130_fd_sc_hd__mux2_4                   1
sky130_fd_sc_hd__ha_1                     1
sky130_fd_sc_hd__inv_1                    9
sky130_fd_sc_hd__nor2_1                   2
sky130_fd_sc_hd__o21ai_0                  2
sky130_fd_sc_hd__edfxtp_1                 8
sky130_fd_sc_hd__nand3_2                  1
sky130_fd_sc_hd__xnor2_1                  1
sky130_fd_sc_hd__buf_2                    8
sky130_fd_sc_hd__or4_4                    1
sky130_fd_sc_hd__o21ai_1                  2
sky130_fd_sc_hd__a221o_1                  1
sky130_fd_sc_hd__o211a_1                  1
sky130_fd_sc_hd__or2_4                    1
sky130_fd_sc_hd__xor2_1                   2
sky130_fd_sc_hd__or4_1                    1
sky130_fd_sc_hd__buf_6                    3
sky130_fd_sc_hd__o211ai_1                 2
sky130_fd_sc_hd__buf_4                   17
sky130_fd_sc_hd__nand2_1                  8
sky130_fd_sc_hd__clkbuf_8                 3
sky130_fd_sc_hd__nand4_1                  1
sky130_fd_sc_hd__nand3_1                  4
sky130_fd_sc_hd__dlygate4sd2_1            3
sky130_fd_sc_hd__clkdlybuf4s50_1          6
cells by family (layout without fill, tap and decap cells):
| kind of cell | count (synthesis) | after routing | share of synthesized area [%] |
|---|---|---|---|
| and+or+nand+nor | 19 | 19 | 19.9 |
| AOI/OAI and AO/OA | 8 | 8 | 12.2 |
| DFF | 8 | 8 | 53.2 |
| buffers and inverters | 4 | 49 | 3.60 |
| xor gates and xnor gates | 3 | 3 | 5.82 |
| adders and majority gates | 1 | 1 | 2.77 |
| muxes | 1 | 1 | 2.49 |
layout make-up:
class	count	area (sq um)
multi-input cells	32	210
clock inverters	8	30.0
fillers	427	3240
well taps	50	62.6
flip-flops and latches	8	240
clock buffers	3	41.3
repair buffers	37	288
inverters	1	3.75
Power figures rest on the tool's default switching activity, not on a simulated workload.
